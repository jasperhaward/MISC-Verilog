==> ./design.v <==
module rightbar
#(				
	RbLeft = 720,			 
	RbTop = 225,			 
	oHeight = 150,			 
	oWidth = 50,			 
	sWidth = 800,			 
	sHeight = 600,			 
	yDirMove = 0			 
)
(
	input PixelClock, 			 
	input Reset,
	input UpR,
	input DownR,
	input  logic [11:0] xPos,	 
	input  logic [11:0] yPos,	 
	output logic drawRBar,		 
	output logic [10:0] Rtop,
	output logic [10:0] Rbottom,
	output logic [10:0] Rleft,
	output logic [10:0] Rright
);
	logic ydir = yDirMove;	
	logic [10:0] RBarX = RbLeft;
	logic [10:0] RBarY = RbTop;
	assign Rtop = RBarY;						 
	assign Rbottom = RBarY + oHeight;	 
	assign Rleft = RBarX;					 
	assign Rright = RBarX + oWidth;		 
	always_ff @(posedge PixelClock)
	begin
		if( Reset == 1 )						 
			begin									
				RBarY <= RbTop;
			end
		else
			begin
				if (UpR == 1 && DownR == 0 && RBarY<450)		 
					RBarY <= RBarY + 1;
				else if (UpR == 0 && DownR == 1 && RBarY>0)	 
					RBarY <= RBarY - 1;
				else
					RBarY <= RBarY; 
			end
	end
	assign drawRBar = ((xPos > Rleft) & (yPos > Rtop) & (xPos < Rright) & (yPos < Rbottom)) ? 1 : 0;
endmodule 
==> ./run.sh <==
#!/bin/bash
# OpenROAD 26Q1-2900-gdf79404cd8, Yosys 0.63+post, stock flow scripts
make -C /OpenROAD-flow-scripts/flow DESIGN_CONFIG=/design/flow/config.mk WORK_HOME=/design/flow/orfs finish
==> ./config.mk <==
export PLATFORM = sky130hd
export DESIGN_NAME = rightbar
export DESIGN_NICKNAME = rightbar
export VERILOG_FILES = /design/flow/design.v
export SDC_FILE = /design/flow/constraint.sdc
export NUM_CORES = 4
export LEC_CHECK = 1
export CORE_AREA = 10 10 106 106
export DIE_AREA = 0 0 116 116
==> ./constraint.sdc <==
current_design rightbar

set clk_period 3.9
set clk_io_pct 0.2

create_clock -name clk0 -period $clk_period [get_ports {PixelClock}]

set non_clock_inputs [all_inputs -no_clocks]
set_input_delay [expr $clk_period * $clk_io_pct] -clock clk0 $non_clock_inputs
set_output_delay [expr $clk_period * $clk_io_pct] -clock clk0 [all_outputs]
==> metrics.csv <==
stage,metric,value,unit
status,outcome,finished clean,
synthesis,async_flop_share,0,%
global_routing,global_route.usage.total,6.89,%
hold_path,timing.hold.worst.class,flip-flop to flip-flop,
final_timing,finalCriticalPeriod,3.68,ns
synthesis,post_synth.cell_area_avg,8.04,um^2
pwr,combPwrFrac,78.7,%
critical_path,worst_setup_path_start_kind,flip-flop,
clocking,clk_pin_slew,0.05,ns
final_timing,rsz0062_at_grt,no,
final_timing,fin_crit_sh,94.3,%
die,fp_util,20.4,%
synthesis,netlist_top_cells_area,"sky130_fd_sc_hd__ha_1, sky130_fd_sc_hd__dfxtp_1, sky130_fd_sc_hd__buf_4",
clocking,cts_tree,built,
die,num_io_pins,73,
final_timing,fmax,0.272,GHz
global_routing,antenna_found_initial,0,
clocking,clock_latency_reported_for_the_late_side_of_the_worst_skew_pair,0.24,ns
critical_path,timing.critical_path.fanout_max,3,
placed_design,globalplace.congestion,0.823,
pwr,internal_power,0.000851,W
job,tool_warnings,26,
finish,final_core_utilization,28.0,%
finish,stdcell_count,393,
synthesis,ys_types,48,
synthesis,synth.cells.most_frequent,"sky130_fd_sc_hd__ha_1, sky130_fd_sc_hd__inv_1, sky130_fd_sc_hd__buf_4, sky130_fd_sc_hd__nor2_1",
die,design.die.area,13500,um^2
route,drt_iter0_drc,66,
final_timing,setup_total_negative_slack,0,ns
route,routedWlPerCell,12.7,um
critical_path,timing.setup.critical_path_class,flip-flop to output port,
job,maxCapViolations,0,
route,detailroute.via_count,1661,
synthesis,yosysChipArea,1810,um^2
global_routing,grt_max_degree,19,
clocking,cts.path.max_buffers,2,
pwr,leakage,1.09,nW
synthesis,post-synth-top-count-cell,sky130_fd_sc_hd__ha_1,
die,rows,34,
die,die_h,116,um
clocking,clkSinkCount,11,
synthesis,edf_count,0,
final_timing,setup_viol,0,
route,antenna_cells_inserted,0,
pwr,netSwitchingPower,0.000598,W
synthesis,synth.cell_area,1810,um^2
critical_path,critical_path.endpoint_type,output port,
global_routing,via_count_of_the_first_global_routing_pass,1640,
pwr,pwr-share-clk,7.7,%
critical_path,cp.arrival,2.90,ns
synthesis,synth_top_cell_by_area,sky130_fd_sc_hd__ha_1,
final_timing,hold_violations,0,
pwr,pwr-share-seq,13.6,%
synthesis,share_of_synthesized_area_occupied_by_flip_flops_and_latches,12.2,%
clocking,cts_htree_levels,1,
placed_design,count_of_buffers_from_port_buffering,50,
synthesis,synth-warning-count,1,
finish,syn_to_final_growth,37.1,%
finish,largest-register,RBarY,
pwr,power.switching_fraction,41.2,%
die,core_area,8850,um^2
critical_path,reg2reg_setup_slack,0.78,ns
route,detail_route.first_pass.iterations,4,
pwr,worst_ir_drop_on_vdd,0.000145,V
synthesis,synthFlopType,sky130_fd_sc_hd__dfxtp_1,
die,die_w,116,um
route,post-route-drc-count,0,
finish,post_route_cells_drive_above_1_share,11.6,%
clocking,cts-root-buf,sky130_fd_sc_hd__clkbuf_8,
finish,largest_regs,RBarY (11),
synthesis,postSynthRegisterBits,11,
pwr,design_power_total,0.00145,W
placed_design,dp.final_hpwl,4.32,mm
global_routing,grt_remaining_overflow,0,
synthesis,top_area_cell_type_share_of_the_netlist_area,21.5,%
placed_design,dp.cells,383,
final_timing,worst_pin_slew,0.699,ns
finish,largest_reg_flops,11,
synthesis,synthCells,225,
pwr,power.density_cell_area,585,nW/um^2
route,final_antenna_net_count,0,
synthesis,synth.yosys.num_cells,225,
route,via_per_inst,4.23,
final_timing,worst_max_slew_margin_expressed_relative_to_the_limit,53.2,%
clocking,number_of_buffers_added_by_the_clock_tree_synthesis_step,3,
final_timing,finalClockSkew,0.00431,ns
critical_path,crit_required,3.12,ns
final_timing,timing.final.max_slew_violations,0,
route,wirelength,4.99,mm
global_routing,global_route_wire_length_before_repair,7.76,mm
[worst max-delay path: stages (launching register included)]
cell                            delay, ns
sky130_fd_sc_hd__dfxtp_2             0.32
sky130_fd_sc_hd__inv_2               0.05
sky130_fd_sc_hd__ha_4                0.16
sky130_fd_sc_hd__o21a_1              0.20
sky130_fd_sc_hd__or3_4               0.34
sky130_fd_sc_hd__a21o_1              0.19
sky130_fd_sc_hd__xnor2_2             0.17
sky130_fd_sc_hd__inv_1               0.06
sky130_fd_sc_hd__ha_1                0.30
sky130_fd_sc_hd__and3b_1             0.18
sky130_fd_sc_hd__o21ai_1             0.13
sky130_fd_sc_hd__nand4_1             0.08
sky130_fd_sc_hd__a21oi_1             0.12
sky130_fd_sc_hd__o311a_1             0.16
sky130_fd_sc_hd__dlygate4sd2_1       0.21
[power groups by stage]
stage	logic [W]	registers, W	clock network [W]
finish	0.00114	0.000197	0.000112
global route	0.00130	0.000205	0.000121
CTS	0.00116	0.000198	0.000115
[per-stage QoR]
step	instance area (um^2)	hold WS, ns	setup WS, ns
floorplan	1880	0.504	0.619
global placement	2360	0.501	0.123
detailed placement	2360	0.531	0.0470
CTS	2480	0.600	0.209
global route	2480	0.623	0.00750
finish	2480	0.598	0.224
[final timing paths]
path	from	end	cells past startpoint
setup / recovery	RBarY[2]	drawRBar	14
hold reg to reg	RBarY[2]	RBarY[2]	3
setup reg to reg	RBarY[4]	RBarY[10]	11
hold / removal	RBarY[2]	RBarY[2]	3
[timing repair]
action,in CTS,in global routing
setup buffers,6,0
hold buffers,0,0
setup endpoints to repair,1,0
gates resized,10,0
[area by class of cell]
cell class / count / area [um^2]
Tap cell: 108 / 135
Sequential cell: 11 / 223
Clock buffer: 4 / 45.0
Multi-Input combinational cell: 182 / 1390
Fill cell: 940 / 6370
Inverter: 25 / 93.8
Timing Repair Buffer: 63 / 597
[cells in the final DEF, fill, tap and decap left out, types with 4 or more instances in the layout]
master                            netlist  final
sky130_fd_sc_hd__nand2_1                6      6
sky130_fd_sc_hd__a21o_1                 7      7
sky130_fd_sc_hd__xor2_1                 4      4
sky130_fd_sc_hd__nand4b_1               4      4
sky130_fd_sc_hd__nor2_1                15     15
sky130_fd_sc_hd__dfxtp_1               11      9
sky130_fd_sc_hd__a21oi_1               10     10
sky130_fd_sc_hd__xnor2_1                9      8
sky130_fd_sc_hd__conb_1                 2     22
sky130_fd_sc_hd__clkdlybuf4s50_1        0     49
sky130_fd_sc_hd__buf_4                 23     13
sky130_fd_sc_hd__o21ai_0               11     10
sky130_fd_sc_hd__ha_1                  31     30
sky130_fd_sc_hd__a211oi_1               5      5
sky130_fd_sc_hd__o21a_1                 6      6
sky130_fd_sc_hd__nor4_1                 5      5
sky130_fd_sc_hd__nor3_1                 5      5
sky130_fd_sc_hd__inv_1                 24     22
[cells by family (layout without fill, tap and decap cells)]
family,after synthesis,after routing,synth area share (%)
AND/OR/NAND/NOR,56,56,18.3
XOR/XNOR,13,13,6.30
other,2,22,0.415
adder cells (fa/ha/maj),32,32,22.6
buffers and inverters,52,92,16.7
AND-OR/OR-AND,56,56,21.8
multiplexers,3,3,1.66
flip-flops,11,11,12.2
[per-layer routing]
layer | vias to the layer above | global-route usage (%) | share of wire [%]
li1 | 891 | - | -
met5 | - | 0 | 0
met2 | 42 | 11.7 | 45
met4 | 0 | 0.751 | 0.42
met1 | 725 | 8.96 | 47
met3 | 3 | 1.62 | 7.6
Power is estimated from default activity; no workload was simulated.
