--- design/flow/run.sh ---
#!/bin/bash
# OpenROAD 26Q1-2900-gdf79404cd8, Yosys 0.63+post, stock flow scripts
make -C /OpenROAD-flow-scripts/flow DESIGN_CONFIG=/design/flow/config.mk WORK_HOME=/design/flow/orfs finish
--- design/flow/config.mk ---
export PLATFORM = sky130hd
export DESIGN_NAME = leftbar
export DESIGN_NICKNAME = leftbar
export VERILOG_FILES = /design/flow/design.v
export SDC_FILE = /design/flow/constraint.sdc
export NUM_CORES = 4
export LEC_CHECK = 1
export CORE_AREA = 10 10 105 105
export DIE_AREA = 0 0 115 115
--- design/flow/constraint.sdc ---
current_design leftbar

set clk_period 3.8
set clk_io_pct 0.2

create_clock -name clk0 -period $clk_period [get_ports {PixelClock}]

set non_clock_inputs [all_inputs -no_clocks]
set_input_delay [expr $clk_period * $clk_io_pct] -clock clk0 $non_clock_inputs
set_output_delay [expr $clk_period * $clk_io_pct] -clock clk0 [all_outputs]
--- design/flow/design.v ---
module leftbar
#(								
	LbLeft = 30,			 
	LbTop = 225,			 
	sWidth = 800,			 
	sHeight = 600,			 
	oHeight = 150,			 
	oWidth = 50,			 
	yDirMove = 0			 
)
(
	input PixelClock, 			 
	input Reset,					 
	input UpL,						
	input DownL,
	input  logic [11:0] xPos,	 
	input  logic [11:0] yPos,	 
	output logic drawLBar,		 
	output logic [10:0] Ltop,
	output logic [10:0] Lbottom,
	output logic [10:0] Lright,
	output logic [10:0] Lleft
);
	logic ydir = yDirMove;	
	logic [10:0] LBarX = LbLeft;
	logic [10:0] LBarY = LbTop;
	assign Ltop = LBarY;						 
	assign Lbottom = LBarY + oHeight;	 
	assign Lleft = LBarX;					 
	assign Lright = LBarX + oWidth;		 
	always_ff @(posedge PixelClock)
	begin
		if( Reset == 1 )						 
			begin									
				LBarY <= LbTop;
			end
		else
			begin
				if (UpL == 1 && DownL == 0 && LBarY<450)		 
					LBarY <= LBarY + 1;
				else if (UpL == 0 && DownL == 1 && LBarY>0)	 
					LBarY <= LBarY - 1;
				else
					LBarY <= LBarY; 
			end
	end
	assign drawLBar = ((xPos > Lleft) & (yPos > Ltop) & (xPos < Lright) & (yPos < Lbottom)) ? 1 : 0;
endmodule 
==> flow_summary_export.csv <==
group,metric,value,unit
placed_design,numPortBuffers,50,
global_route,grt_max_degree,14,
route,antenna_left,0,
timing,finalClockPeriodUsage,94.8,%
timing,max_freq,0.278,GHz
setup_path,cpPeakStageDelay,0.33,ns
finish,drive_gt1_share,11.6,%
clock_tree,cts_num_sinks,11,
finish,area_growth,40.7,%
clock_tree,cts_max_level,1,
global_route,overflow,0,
global_route,grt_antenna_before_repair,0,
placed_design,pre_cts_ws,-0.0333,ns
route,drtPass1Iterations,4,
floorplanning,fp_util,19.8,%
timing,drv_slew,0,
timing,final.setup.worst_slack,0.198,ns
setup_path,worstPathCellList,"inv_1 -> ha_2 -> o21a_1 -> or3_4 -> a21o_1 -> xnor2_2 -> inv_1 -> ha_1 -> a21o_1 -> a21oi_2 -> o311ai_1 -> a21oi_1 -> o31a_1 -> dlygate4sd2_1",
finish,top_regs,"LBarY: 11 flops",
clock_tree,clockBufferDepth,2,
min_path,hp-class,"flip-flop to flip-flop",
synth,ys_seq_share,12.7,%
floorplanning,die_h,115,um
floorplanning,ios,73,
setup_path,cp_max_fo,2,
synth,flop_cell,"dfxtp_1",
setup_path,end_kind,"output port",
route,drt-total-wl,4830,um
synth,yosysChipArea,1740,um2
clock_tree,cts_root_buf,"clkbuf_8",
finish,largest_register_ff_count,11,
power,vdd_drop_max,201,uV
synth,synth_area,1740,um2
timing,skew,0.00257,ns
route,drt_first_iter_violations,56,
floorplanning,dieWidth,115,um
floorplanning,coreArea,8760,um2
finish,top_register,"LBarY",
clock_tree,clock_latency,0.23,ns
power,power_density,707,nW/um2
power,leakagePower,1.08,nW
route,drt-vias-per-instance,4.10,
setup_path,r2r_slack,0.67,ns
clock_tree,cts_buffers,3,
placed_design,dp_hpwl,4270,um
setup_path,cp_slowest_cell,"or3_4",
job,drv_cap,0,
floorplanning,die_area,13200,um2
synth,edf_count,0,
synth,ys.flops,11,
route,wire_per_inst,12.3,um
synth,avgSynthCellArea,7.90,um2
timing,finalSetupTns,0,ns
synth,yosys_cells,220,
setup_path,startpoint_type,"flip-flop",
synth,async_reset_ff_share,0,%
timing,hold_viol,0,
setup_path,cp.arrival,2.84,ns
route,drcViolationCount,0,
clock_tree,cts_hold_buffers,0,
job,warning_count,26,
timing,min_period,3.60,ns
setup_path,critPathRequiredTime,3.04,ns
route,diodes,0,
route,dr_total_vias,1611,
synth,syn-instance-count,220,
synth,yosysWarnings,1,
finish,layout.cells.most_common,"clkdlybuf4s50_1",
finish,lay_top_cells,"clkdlybuf4s50_1 (49), ha_1 (30), conb_1 (22)",
clock_tree,cts.clk_slew.worst_paths,0.05,ns
floorplanning,rows,34,
timing,setup_violations,0,
clock_tree,cts_tree,"done",
synth,yosys.cell_types.count,49,
global_route,grt_pass1_vias,1645,
setup_path,crit_type,"flip-flop to output port",
global_route,grt_pass1_wl,8000,um
global_route,grt_use_total,7.20,%
placed_design,gp_congestion,0.826,
run_status,status,"completed",
cells in the mapped netlist, types with 3 or more instances:
library cell	n	area [um2]
a21oi_1	16	80.1
nand4_1	3	18.8
o21bai_1	3	22.5
a21o_1	8	60.1
dfxtp_1	11	220
nor3_1	6	30.0
nand3_1	4	20.0
nor2_1	12	45.0
o21ai_0	5	25.0
ha_1	31	388
nand2b_1	3	18.8
inv_1	21	78.8
nand2_1	12	45.0
buf_4	23	173
xnor2_1	14	123
xor2_1	3	26.3
nor4_1	3	18.8
path summary, 6_finish.rpt:
check	startpoint	end	cells after the start
max	LBarY[1]	drawLBar	14
min reg2reg	LBarY[8]	LBarY[8]	2
min	LBarY[8]	LBarY[8]	2
max reg2reg	LBarY[3]	LBarY[10]	11
power by group:
group / switching, mW / internal (mW) / total [mW]
logic: 0.626 / 0.773 / 1.40
clock network: 0.0387 / 0.0732 / 0.112
registers: 0.0567 / 0.162 / 0.219
total: 0.721 / 1.01 / 1.73
through the flow:
step                area (um2)  cells  utilization, %  hold WS [ns]  power, mW
detailed placement        2340    384            26.7         0.571       1.57
CTS                       2430    392            27.8         0.577       1.74
floorplan                 1810    240               -         0.481       1.05
global route              2450    393            27.9         0.591       1.96
global placement          2340    384            26.7         0.561       1.55
finish                    2450    393            27.9         0.562       1.73
worst max-delay path: cells and delay by family, from the launching register on:
family	cells	cell delay (ns)
XOR/XNOR	1	0.14
AND-OR/OR-AND	7	1.02
adder cells (fa/ha/maj)	2	0.48
buffers and inverters	3	0.31
flip-flops	1	0.32
AND/OR/NAND/NOR	1	0.33
per-layer routing:
metal / vias up / track usage [%] / wire (um)
li1: 873 / - / -
met1: 686 / 9.83 / 2300
met2: 50 / 11.5 / 2090
met3: 2 / 1.79 / 379
met4: 0 / 0.908 / 54
met5: - / 0 / 0
cells by family after synthesis:
family | share of synthesized area, %
buf+inv | 15.3
simple gates | 17.6
mux | 0.576
flops | 12.7
compound gates | 21.3
fa+ha+maj | 23.5
xor+xnor | 8.57
other cells | 0.432
area by class of cell:
class                      instances  area [um2]
clock buffer                       4        45.0
sequential                        11         223
inverter                          21        78.8
tap                              108         135
fill                             924        6320
timing repair buffer              66         619
multi-input combinational        183        1350
what timing repair did:
action,4_1_cts,5_1_grt
pin swaps,5,1
endpoints found under the setup margin,1,1
endpoints found under the hold margin,0,0
resized,7,2
buffers inserted,4,1
Power is estimated from default activity; no workload was simulated.
