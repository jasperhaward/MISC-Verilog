## flow/constraint.sdc

```tcl
current_design ProgramCounter

set clk_period 4.6
set clk_io_pct 0.2

create_clock -name clk0 -period $clk_period [get_ports {Clock}]

set non_clock_inputs [all_inputs -no_clocks]
set_input_delay [expr $clk_period * $clk_io_pct] -clock clk0 $non_clock_inputs
set_output_delay [expr $clk_period * $clk_io_pct] -clock clk0 [all_outputs]
```

## flow/run.sh

```bash
#!/bin/bash
# OpenROAD 26Q1-2900-gdf79404cd8, Yosys 0.63+post, stock flow scripts
make -C /OpenROAD-flow-scripts/flow DESIGN_CONFIG=/design/flow/config.mk WORK_HOME=/design/flow/orfs finish
```

## flow/design.v

```verilog
module ProgramCounter
(
	input  logic							Clock,
	input	 logic							Reset,
	input  logic	signed	[15:0]	LoadValue,
	input  logic					  		LoadEnable,
	input  logic 	signed	[8:0]		Offset,
	input  logic							OffsetEnable,
	output logic	signed	[15:0]	CounterValue
  );
	always_ff @(posedge Clock, posedge Reset)
	begin	
				if			  (Reset)			CounterValue <= '0;							 
				else	if	(LoadEnable)		CounterValue <= LoadValue;					 
				else	if	(OffsetEnable)		CounterValue <= CounterValue + Offset;  
				else								CounterValue <= CounterValue + 1;		 
	end
endmodule
```

## flow/config.mk

```make
export PLATFORM = sky130hd
export DESIGN_NAME = ProgramCounter
export DESIGN_NICKNAME = ProgramCounter
export VERILOG_FILES = /design/flow/design.v
export SDC_FILE = /design/flow/constraint.sdc
export NUM_CORES = 4
export LEC_CHECK = 1
export CORE_AREA = 10 10 103 103
export DIE_AREA = 0 0 113 113
```

==> summary.rpt <==
IMPLEMENTATION SUMMARY REPORT
----------------------------------------------------
[Global routing]
  Largest net degree at the start of global routing ........................ 31
  Combined global-route utilization of all metal layers ........................ 6.03%
  Number of global-route vias before repair ........................ 1221
  Initial antenna violation count ........................ 0
  Global-route wire length before repair ........................ 6.30 mm
  Sum of overflow across all layers after global routing ........................ 0

[Placement]
  I/O Buffers ........................ 44
  Half-perimeter wire length after placement ........................ 3.08 mm
  Placer congestion estimate ........................ 0.825
  Placed instance area ........................ 0.00185 mm^2

[Synthesis]
  Ys cells ........................ 142
  Top cell type by total area after synthesis ........................ sky130_fd_sc_hd__dfrtp_1
  Cells after Synth ........................ 142
  Share of Yosys cell area claimed by the top area cell type ........................ 30.4%
  Yosys Warn Count ........................ 1
  Post-synthesis instance area ........................ 0.00132 mm^2
  Asr flop ratio synth ........................ 100%
  Largest non-sequential cell family by area ........................ simple AND/OR/NAND/NOR gates
  Synth Area in Compound Gates ........................ 16.1%
  Share of synthesized area spent on multiplexers ........................ 7.14%
  Distinct cell type count of the synthesized netlist ........................ 37
  Sequential-to-total area share from yosys stat ........................ 30.4%
  Most instantiated cells after synthesis ........................ sky130_fd_sc_hd__nand2_1 (19), sky130_fd_sc_hd__dfrtp_1 (16), sky130_fd_sc_hd__o21ai_0 (11), sky130_fd_sc_hd__xnor2_1 (9)
  Average cell area after synthesis ........................ 9.26 um^2
  Share of synthesized cell area in full adder, half adder and majority cells ........................ 9.13%
  Most frequently used flop master after synthesis ........................ sky130_fd_sc_hd__dfrtp_1
  Yosys-reported design area after synthesis ........................ 0.00132 mm^2
  Cell area leaders ........................ sky130_fd_sc_hd__dfrtp_1 (30%), sky130_fd_sc_hd__ha_1 (7.6%), sky130_fd_sc_hd__xnor2_1 (6.0%)
  Seq cells post-synth ........................ 16
  Number of enable flip-flop cells ........................ 0
  Area share of xor/xnor cells in the synthesized design ........................ 8.66%
  Cell with the most instances after synthesis ........................ sky130_fd_sc_hd__nand2_1
  Area fraction in and, or, nand and nor cells after synthesis ........................ 24.0%

[Worst hold path]
  Min-delay src ........................ CounterValue[15]$_DFF_PP0_
  Path category of the worst min-delay check ........................ flop to flop

[Routing]
  Detail-routed via count per cell ........................ 3.92
  Total detailed-routing wirelength ........................ 3.84 mm
  Post-detailed-route DRC marker count ........................ 0
  Highest metal layer with signal wires ........................ met4
  Length of routed met2 wiring ........................ 1.71 mm
  Detailed Routing Iterations Pass 1 ........................ 4
  Drt first-iter violations ........................ 51
  Antenna Violating Nets Remaining ........................ 0
  Routed vias ........................ 1141
  Average wire per standard cell ........................ 13.2 um
  Detailed-routing wirelength on met1 ........................ 1.74 mm
  ANT cells ........................ 0
  Wire length on met3 ........................ 349 um

[Worst setup path]
  Type of element capturing the critical path ........................ flop
  Data required time of the critical path ........................ 4.72 ns
  Largest driver fanout on the critical path ........................ 9
  Longest individual stage delay on the worst path ........................ 0.64 ns
  Worst endpoint data arrival time ........................ 3.65 ns
  Startpoint of the most critical setup path ........................ OffsetEnable
  Highest-delay cell along the critical path ........................ sky130_fd_sc_hd__clkdlybuf4s50_1
  Delay-heaviest family, CP ........................ AND-OR/OR-AND gates
  Setup crit start kind ........................ input port
  Buffering stage count on the worst path with inverters included ........................ 1
  Start of the worst register-to-register path ........................ CounterValue[0]$_DFF_PP0_
  Cell chain of the critical path ........................ clkdlybuf4s50_1, nand2b_1, ha_1, fa_1, a21oi_1, o22ai_1, o41ai_4, mux2i_1, xor2_1, o21ai_0
  Type of the setup path with the least slack ........................ input port to flop

[Floorplanning]
  Horizontal die dimension ........................ 113 um
  Number of I/O pins ........................ 45
  Placement row count ........................ 33
  Initial core utilization ........................ 15.8%
  Die H ........................ 113 um
  Placeable Area ........................ 0.00830 mm^2
  Die Area ........................ 0.0128 mm^2

[Clocking]
  Maximum number of buffers from clock root to sink ........................ 2
  Number of buffers created by CTS ........................ 3
  CTS clk-pin slew, worst paths ........................ 0.06 ns
  # H-tree levels ........................ 1
  TritonCTS Sinks ........................ 16
  Cts repair resizes ........................ 0
  Setup fix buffers added after clock tree synthesis ........................ 0
  Clock tree from TritonCTS ........................ built
  Clock network latency to the later pin of the worst-skew pair ........................ 0.25 ns
  CTS hold repair buffers ........................ 0
  Buffer type at the clock tree root ........................ sky130_fd_sc_hd__clkbuf_8

[Run]
  Max-cap violations ........................ 0
  Number of warnings in the stage logs ........................ 25

[Final layout]
  Fraction of final layout cells sized beyond drive strength 1 ........................ 11.8%
  Top reg by flops ........................ CounterValue
  Layout overhead on the synthesized area ........................ 45.1%
  Final cell utilization of the core ........................ 23.0%
  Largest registers in the final layout ........................ CounterValue: 16 flops
  Max reg flops ........................ 16
  Cell area after layout ........................ 0.00191 mm^2

[Pwr]
  Static leakage ........................ 0.767 nW
  Cell Pwr Density ........................ 322 mW/mm^2
  IR Drop Worst-Case VDD ........................ 116 uV

[Final timing]
  Number of failing setup endpoints in the final timing report ........................ 0
  RSZ-0062 raised after global routing ........................ no
  Number of max-slew violations in the final report ........................ 0
  Post-layout period usage ........................ 76.6%
  Post-Route Skew ........................ 0.00606 ns
  Highest attainable clock frequency ........................ 284 MHz
  Time the final worst path needs with I/O delays and setup ........................ 3.52 ns
  Slew @ Worst Pin ........................ 0.688 ns
  Number of hold-slack violations in the final timing report ........................ 0
  Total Neg Setup Slack ........................ 0 ns
  Worst slew margin relative to its limit ........................ 54.1%

[Outcome]
  Outcome ........................ complete, no violations

----------------------------------------------------
## per-layer routing
layer / vias to the layer above / GRT usage [%]
met2: 41 / 9.45
met3: 4 / 2.40
li1: 589 / -
met5: - / 0
met4: 0 / 0.761
met1: 507 / 7.85
## where the power goes
| part | switching (mW) | internal, mW |
|---|---|---|
| clock network | 0.0523 | 0.0760 |
| registers | 0.0336 | 0.170 |
| logic | 0.121 | 0.163 |
| total | 0.207 | 0.409 |
## kinds of logic after synthesis
logic type,after synthesis
buf+inv,10
simple gates,58
mux,9
fa+ha+maj,9
flops,16
compound gates,27
xor+xnor,13
## tightest hold or removal path: stages, from the launching register on
cell	delay [ns]
sky130_fd_sc_hd__dfrtp_1	0.39
sky130_fd_sc_hd__nor2_1	0.12
sky130_fd_sc_hd__a221oi_2	0.07
## worst paths after layout
check,to,cells after the start,slack (ns)
worst max-delay path,CounterValue[10]$_DFF_PP0_,10,1.08
worst min-delay path,CounterValue[15]$_DFF_PP0_,2,0.61
worst max register to register,CounterValue[10]$_DFF_PP0_,8,2.08
worst min register to register,CounterValue[15]$_DFF_PP0_,2,0.61
max in group asynchronous,CounterValue[15]$_DFF_PP0_,2,3.09
min in group asynchronous,CounterValue[9]$_DFF_PP0_,2,1.07
## cell type report
class                      count  area (um^2)
clock buffer                   4         55.1
timing repair buffer          45          448
tap                          105          131
multi-input combinational    116          855
sequential                    16          400
fill                         877         6390
inverter                       5         18.8
## placed cells by master, fill, tap and decap left out, types with 2 or more instances in the layout
master,netlist,layout
sky130_fd_sc_hd__a21oi_1,4,4
sky130_fd_sc_hd__a221oi_2,2,2
sky130_fd_sc_hd__and2_1,8,8
sky130_fd_sc_hd__and3_2,3,3
sky130_fd_sc_hd__clkbuf_8,0,4
sky130_fd_sc_hd__clkdlybuf4s50_1,0,44
sky130_fd_sc_hd__dfrtp_1,16,16
sky130_fd_sc_hd__ha_1,8,8
sky130_fd_sc_hd__inv_1,5,5
sky130_fd_sc_hd__mux2_2,3,3
sky130_fd_sc_hd__mux2i_1,6,6
sky130_fd_sc_hd__nand2_1,19,19
sky130_fd_sc_hd__nand2b_1,2,2
sky130_fd_sc_hd__nand3_1,5,5
sky130_fd_sc_hd__nor2_1,6,6
sky130_fd_sc_hd__nor3_1,3,3
sky130_fd_sc_hd__o21ai_0,11,11
sky130_fd_sc_hd__o21ai_1,2,2
sky130_fd_sc_hd__o21bai_1,2,2
sky130_fd_sc_hd__o22ai_1,3,3
sky130_fd_sc_hd__or2_2,2,2
sky130_fd_sc_hd__xnor2_1,9,9
sky130_fd_sc_hd__xor2_1,4,4
## per-stage QoR
step                      hold slack (ns)  setup WS [ns]  total power [mW]  instances
after global placement              0.600          0.919             0.492        287
after global routing                0.641          0.869             0.667        291
final                               0.614           1.08             0.615        291
after CTS                           0.625           1.08             0.627        291
after floorplan                     0.557           1.69             0.370        142
after detailed placement            0.615          0.823             0.492        287
Power is estimated from default activity; no workload was simulated.
